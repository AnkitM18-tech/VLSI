<file path="./config.mk">
export PLATFORM = sky130hd
export DESIGN_NAME = ticket
export DESIGN_NICKNAME = ticket
export VERILOG_FILES = /design/flow/design.v
export SDC_FILE = /design/flow/constraint.sdc
export NUM_CORES = 4
export LEC_CHECK = 1
export CORE_AREA = 10 10 78 78
export DIE_AREA = 0 0 88 88
</file>
<file path="./constraint.sdc">
current_design ticket

set clk_period 1.1
set clk_io_pct 0.2

create_clock -name clk0 -period $clk_period [get_ports {clk}]

set non_clock_inputs [all_inputs -no_clocks]
set_input_delay [expr $clk_period * $clk_io_pct] -clock clk0 $non_clock_inputs
set_output_delay [expr $clk_period * $clk_io_pct] -clock clk0 [all_outputs]
</file>
<file path="./design.v">
`timescale 1ns / 1ps
module ticket(x,se1,se2,se3,clk,rst,y,re,ps1,ns1);
input [2:0]x;
input se1,se2,se3,clk,rst;
output reg y;
output reg [2:0]re;
output reg [4:0]ps1,ns1;
parameter s0=5'b00000,
          s1=5'b00001,    
          s2=5'b00010,
          s3=5'b00011,
			 s4=5'b00100,
          s5=5'b00101,
          s6=5'b00110,
          s7=5'b00111,    
          s8=5'b01000,
          s9=5'b01001,
			 s10=5'b01010,
			 s11=5'b01011,
          s12=5'b01100,    
          s13=5'b01101,
          s14=5'b01110,
			 s15=5'b01111,
          s16=5'b10000,
          s17=5'b10001,
          s18=5'b10010,    
          s19=5'b10011,
          s20=5'b10100,
			 s21=5'b10101;
always@(posedge clk)
begin
if(rst==1)
begin
ps1=s0;
y=0;
end
else
begin
ps1=ns1;
end
end
always@(*)
begin
case(ps1)
s0:begin
   if(se1==1)
	ns1=s1;
	else if(se2==1)
	ns1=s7;
	else if(se3==1)
	ns1=s14;
	end
s1:begin
   if(x==3'b001)
	ns1=s2;
	else if(x==3'b010)
	ns1=s3;
	else if(x==3'b101)
	ns1=s6;
	y=0;
	re=0;
	end
s2:begin
   if(x==3'b001)
	ns1=s3;
	else if(x==3'b010)
	ns1=s4;
	y=0;
	re=0;
	end
s3:begin
   if(x==3'b001)
	ns1=s4;
	else if(x==3'b010)
	ns1=s5;
	y=0;
	re=0;
	end
 s4:begin
   if(x==3'b001)
	ns1=s5;
	else if(x==3'b010)
	ns1=s6;
	y=0;
	re=0;
	end
s5:begin
   if(x==3'b001)
	ns1=s6;
	else if(x==3'b010)
	ns1=s6;
	y=0;
	re=3'b001;
	end
s6:begin
   y=1;
   re=0;
   end
s7:begin
   if(x==3'b001)
	ns1=s8;
	else if(x==3'b010)
	ns1=s9;
	else if(x==3'b101)
	ns1=s12;
	y=0;
	re=0;
	end
s8:begin
   if(x==3'b001)
	ns1=s9;
	else if(x==3'b010)
	ns1=s10;
	else if(x==3'b101)
	ns1=s13;
	y=0;
	re=0;
	end
s9:begin
   if(x==3'b001)
	ns1=s10;
	else if(x==3'b010)
	ns1=s11;
	y=0;
	re=0;
	end
s10:begin
   if(x==3'b001)
	ns1=s11;
	else if(x==3'b010)
	ns1=s12;
	y=0;
	re=0;
	end
s11:begin
   if(x==3'b001)
	ns1=s12;
	else if(x==3'b010)
	ns1=s13;
	y=0;
	re=0;
	end
s12:begin
   if(x==3'b001)
	ns1=s13;
	else if(x==3'b010)
	begin
	ns1=s13;
	re=3'b001;
	end
	else if(x==3'b101)
	begin
	ns1=s13;
	re=3'b100;
	end
	end
s13:begin
   y=1;
	re=0;
	end
s14:begin
   if(x==3'b001)
	ns1=s15;
	else if(x==3'b010)
	ns1=s16;
	else if(x==3'b101)
	ns1=s19;
	y=0;
	re=0;
	end
s15:begin
   if(x==3'b001)
	ns1=s16;
	else if(x==3'b010)
	ns1=s17;
	else if(x==3'b101)
	ns1=s20;
	y=0;
	re=0;
	end
s16:begin
   if(x==3'b001)
	ns1=s17;
	else if(x==3'b010)
	ns1=s18;
	else if(x==3'b101)
	ns1=s21;
	y=0;
	re=0;
	end
s17:begin
   if(x==3'b001)
	ns1=s18;
	else if(x==3'b010)
	ns1=s19;
	y=0;
	re=0;
	end
s18:begin
   if(x==3'b001)
	ns1=s19;
	else if(x==3'b010)
	ns1=s20;
	y=0;
	re=0;
	end
s19:begin
   if(x==3'b001)
	ns1=s20;
	else if(x==3'b010)
	ns1=s21;
	else if(x==3'b101)
	ns1=s21;
	y=0;
	re=3'b011;
	end
s20:begin
   if(x==3'b001)
	ns1=s21;
	else if(x==3'b010)
	ns1=s21;
	y=0;
	re=3'b001;
	end
s21:begin
    y=1;
	 re=0;
	 end
endcase
end
endmodule
</file>
<file path="./run.sh">
#!/bin/bash
# OpenROAD 26Q1-2900-gdf79404cd8, Yosys 0.63+post, stock flow scripts
make -C /OpenROAD-flow-scripts/flow DESIGN_CONFIG=/design/flow/config.mk WORK_HOME=/design/flow/orfs finish
</file>
==> results.json <==
{
  "crit_type": "reg -> out",
  "regArea_um2": 226,
  "chipHeight_um": 88,
  "slew_headroom_pct": 61.0,
  "finalSetupViolations": 0,
  "arrival_ns": 0.76,
  "grtUsageMet3_pct": 0.655,
  "num_io_pins": 22,
  "untimed_endpoints": 16,
  "p_leak_nw": 0.440,
  "slowest_delay_ns": 0.31,
  "num_antenna_cells": 0,
  "final_common_cell": "clkdlybuf4s50_1",
  "synth.distinct_cells": 45,
  "grt.met2_usage_pct": 12.2,
  "finalNonFillerCells": 200,
  "hp-class": "in -> reg",
  "setup_tns_ns": 0,
  "busiest_layer": "met2",
  "synth-edff-count": 0,
  "vias": 996,
  "tightest_slew_ns": 0.582,
  "ant_nets": 0,
  "viasPerCell": 4.98,
  "slew_violations": 0,
  "cts_tree": "yes",
  "combGateArea_um2": 618,
  "powerDensity_nw_per_um2": 936,
  "postSynthCellCount": 129,
  "placedCellCount": 195,
  "total_power_w": 0.00113,
  "grt.total_usage_pct": 6.45,
  "critical_path.top_delay_family": "flip-flops",
  "vdd_drop_max_mv": 0.323,
  "grt_use_met1_pct": 7.90,
  "grt_max_degree": 30,
  "routabilityCongestion": 0.829,
  "cp-end-kind": "output pin",
  "cts_max_level": 1,
  "synth_area_um2": 905,
  "place_hpwl_um": 1970,
  "ys_ff": 13,
  "crit_slowest_cell": "dfxtp_2",
  "fmax_mhz": 1030,
  "grt_pass1_vias": 858,
  "grt_first_pass_wirelength_um": 4190,
  "syn_avg_cell_area_um2": 7.01,
  "critical_path_buf_inv_count": 1,
  "ys_cells": 129,
  "final_layout_top_logic_cells": "clkdlybuf4s50_1 (15), nor2_1 (12), nand2_1 (12)",
  "final.fill_count": 474,
  "antenna_found_initial": 0,
  "dpl-instance-area_um2": 1150,
  "gr-total-overflow": 0,
  "core_area_um2": 4410,
  "portBuffers": 20,
  "fin_crit_ns": 0.975,
  "startpoint": "ps1[1]$_SDFF_PP0_",
  "syn2layout_area_growth_pct": 33.2,
  "rsz0062_at_grt": "false",
  "clock-root-buffer": "clkbuf_8",
  "yosys_warnings": 3,
  "fin_crit_sh_pct": 88.7,
  "async_flop_share_pct": 0,
  "drv_cap": 0,
  "cp_cell_sequence": "dlygate4sd2_1",
  "tool_warnings": 25,
  "clk_path_buf_depth": 2,
  "die_w_um": 88,
  "drc": 0,
  "final_area_um2": 1200,
  "hold_viol": 0,
  "cts_buffers": 3,
  "routed_wl_um": 2600,
  "first_iter_violations": 103,
  "unclocked_pins": 8,
  "initCoreUtil_pct": 20.5,
  "dieArea_um2": 7740,
  "drt_first_pass_iters": 4,
  "wl_per_cell_um": 13.0,
  "whs_ns": 0.645,
  "status": "completed",
  "crit_cells": 1,
  "critPathLaunchType": "register",
  "critical_path_required_ns": 0.88,
  "flop_cell": "dlxtn_1",
  "path_clk_slew_ns": 0.04,
  "yosysChipArea_um2": 905,
  "layout-drive-gt1-share_pct": 13.5,
  "worst_setup_path_endpoint": "ps1[1]",
  "rows": 24,
  "crit_fanout": 2
}
==> final cells by class <==
cell class	instances	area share [%]
multi-input cells	102	51.3
repair buffers	26	19.8
inverters	3	0.935
well taps	52	5.40
flip-flops and latches	13	18.8
clock buffers	4	3.74
==> per-layer routing <==
metal	vias to the layer above	wire length [um]
li1	506	-
met1	451	1100
met2	35	1380
met3	4	96
met4	0	27
met5	-	0
==> worst min path at each step <==
stage	from	endpoint	slack, ns	cells past startpoint
after CTS	rst	ps1[2]$_SDFF_PP0_	0.64	2
after global routing	rst	ps1[3]$_SDFF_PP0_	0.67	2
final	rst	ps1[2]$_SDFF_PP0_	0.64	2
==> registers in the layout, indices dropped and copies added, names as in the netlist <==
register  count
ns1           5
ps1           5
re            3
==> cell usage after synthesis, types with 3 or more instances <==
master | number | area, um2
nand2_1 | 12 | 45.0
nor2_1 | 12 | 45.0
a21oi_1 | 8 | 40.0
buf_2 | 8 | 40.0
dlxtn_1 | 8 | 120
nor2b_1 | 8 | 50.1
o21ai_0 | 8 | 40.0
dfxtp_1 | 5 | 100
nand3_1 | 5 | 25.0
nand2b_1 | 4 | 25.0
nor3_1 | 4 | 20.0
a31oi_1 | 3 | 18.8
or3_1 | 3 | 18.8
==> logic make-up (layout without fill, tap and decap cells) <==
group                  count (synthesis)  count (layout)  synth area share [%]
flip-flops                             5               5                  11.1
AND/OR/NAND/NOR                       58              58                  34.0
other                                  1               1                 0.415
latches                                8               8                  13.3
buffers and inverters                 14              33                  7.33
XOR/XNOR                               2               2                  1.94
AND-OR/OR-AND                         41              41                  32.0
==> through the flow <==
stage / util [%] / worst slack, ns
after floorplan: - / 0.507
after global placement: 26.1 / 0.106
after detailed placement: 26.1 / 0.0944
after CTS: 27.3 / 0.113
after global routing: 27.3 / 0.0962
final: 27.3 / 0.125
==> power breakdown <==
part           switching (W)  internal (W)  total (W)
Combinational       0.000261      0.000239   0.000500
Sequential         0.0000174      0.000277   0.000295
Clock              0.0000846      0.000248   0.000333
Total               0.000363      0.000765    0.00113
==> repair_timing <==
item	in CTS	in global routing
resized	10	0
hold buffers	0	0
buffers inserted	1	0
endpoints found under the setup margin	5	0
Power is estimated from default activity; no workload was simulated.
