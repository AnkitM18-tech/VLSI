==> flow/design.v <==
`timescale 1ns / 1ps
module median_mat(a,b,c,d,e,f,g,h,k,y);
input [15:0]a,b,c,d,e,f,g,h,k;
output reg [15:0]y;
reg [3:0]x;
integer i;
always@(*)
begin
for(i=0;i<16;i=i+1)
begin
x=0;
if(a[i]==1'b1)
begin
x=x+1;
end
if(b[i]==1'b1)
begin
x=x+1;
end
if(c[i]==1'b1)
begin
x=x+1;
end
if(d[i]==1'b1)
begin
x=x+1;
end
if(e[i]==1'b1)
begin
x=x+1;
end
if(f[i]==1'b1)
begin
x=x+1;
end
if(g[i]==1'b1)
begin
x=x+1;
end
if(h[i]==1'b1)
begin
x=x+1;
end
if(k[i]==1'b1)
begin
x=x+1;
end
if(x>4)
begin
y[i]=1'b1;
end 
else
begin
y[i]=1'b0;
end
end
end
endmodule
==> flow/run.sh <==
#!/bin/bash
# OpenROAD 26Q1-2900-gdf79404cd8, Yosys 0.63+post, stock flow scripts
make -C /OpenROAD-flow-scripts/flow DESIGN_CONFIG=/design/flow/config.mk WORK_HOME=/design/flow/orfs finish
==> flow/config.mk <==
export PLATFORM = sky130hd
export DESIGN_NAME = median_mat
export DESIGN_NICKNAME = median_mat
export VERILOG_FILES = /design/flow/design.v
export SDC_FILE = /design/flow/constraint.sdc
export NUM_CORES = 4
export LEC_CHECK = 1
export CORE_UTILIZATION = 30
==> flow/constraint.sdc <==
current_design median_mat

set clk_period 3.7
set clk_io_pct 0.2

create_clock -name clk0 -period $clk_period

set non_clock_inputs [all_inputs -no_clocks]
set_input_delay [expr $clk_period * $clk_io_pct] -clock clk0 $non_clock_inputs
set_output_delay [expr $clk_period * $clk_io_pct] -clock clk0 [all_outputs]
==> impl_metrics.csv <==
group,metric,value,unit
timing,relSlewSlack,67.0,%
floorplanning,fp-utilization,30.4,%
setup_path,arrival,4.51,ns
global_route,grt_usage,14.7,%
synth,top_area_cell,"ha_1",
detailed_routing,wl_per_cell,10.5,µm
detailed_routing,ant_nets,0,
detailed_routing,drt-initial-drc-count,307,
pwr,p_int,3.39,mW
synth,mux_area_share,5.01,%
synth,synth_top_cell_by_count,"nor2_1",
layout,nFillCells,3179,
synth,synth-xor-area-share,20.5,%
synth,synth_cells,1593,
global_route,grt_max_degree,11,
job,warnings,83,
detailed_routing,wl,28500,µm
synth,ys_sh_aoi,23.5,%
pwr,combPwrFrac,100.0,%
timing,setup-tns-final,-20.77,ns
global_route,gr-total-overflow,0,
synth,synth_adder_area_share,16.6,%
pwr,p_sw_share,43.7,%
detailed_routing,antennaDiodeCount,0,
floorplanning,core,36600,µm²
pwr,seqPwrFrac,0,%
place,port_buffers,160,
timing,hold_viol_final,0,
pwr,p_switching,2.63,mW
floorplanning,fp-row-count,70,
synth,ys_seq_share,0,%
pwr,p_leak,8.69,nW
synth,ys.warnings.count,1,
setup_path,criticalPathCategory,"in -> out",
layout,combGateArea,11800,µm²
timing,fmax,191,MHz
detailed_routing,drt-pass1-iter-count,7,
timing,fin_crit,5.25,ns
synth,synth_top_area_share,16.2,%
pwr,irDropWorstVdd,198,µV
layout,syn2layout_area_growth,71.8,%
global_route,grt_pass1_wl,49700,µm
place,gp_congestion,0.872,
global_route,antenna_found_initial,0,
setup_path,startpoint_type,"input pin",
hold_path,hp-class,"in -> out",
floorplanning,die_w,195,µm
timing,setup_viol,16,
detailed_routing,drc,0,
hold_path,whs_path_depth,4,
floorplanning,die_area,37900,µm²
layout,ff_latch_area,0,µm²
timing,finalCritPeriodShare,142,%
layout,flop-count,0,
hold_path,min_to,"y[5]",
floorplanning,ios,160,
detailed_routing,via_count,12700,
setup_path,end_kind,"primary output",
synth,postSynthAreaPerCell,7.00,µm²
timing,worst_slack,-1.55,ns
place,dp.final_hpwl,23200,µm
synth,ys_sh_simple,26.1,%
job,cap_violations,0,
synth,common_cells,"nor2_1, ha_1, inv_1",
setup_path,crit_path_max_fanout,3,
setup_path,required,2.96,ns
synth,yosysUniqueCellTypes,87,
pwr,pwr-share-clk,0,%
synth,synthTopLogicFamily,"simple AND/OR/NAND/NOR gates",
status,violations,"negative setup slack",
layout,nClkBuffers,0,
layout,drive_gt1_share,43.9,%
synth,synth_area,11100,µm²
global_route,first_global_vias,12000,
layout,utilization,52.3,%
synth,ys_area,11100,µm²
hold_path,hp-start,"k[5]",
detailed_routing,via_per_inst,4.71,
synth,area_leaders,"ha_1, xnor2_1, nor2_1",
timing,maxSlewViolCount,0,
timing,worst_pin_slew,0.492,ns
pwr,power_density,314,nW/µm²
status,status,"finished with violations",
timing,rsz0062_at_grt,"true",
floorplanning,chipHeight,195,µm
synth,ys_cells,1593,
## placed cells by master, fill, tap and decap left out, drive strengths merged, types with 11 or more instances in the layout
cell type        n
o211ai          16
o21ai           52
xnor2          117
or3             14
nand3           79
clkdlybuf4s50   93
o22ai           12
nor2b           41
mux2i           43
a21oi           67
nand2b          31
nand2          123
a21o            18
clkbuf          13
xor2            76
and3            21
inv            153
a31o            12
a32o            11
ha             144
nor3            36
and4            11
mux2            11
nor2           158
buf            613
a211oi          27
and2            24
xnor3           15
o31ai           34
or2             21
o2111ai         12
## logic make-up (layout without fill, tap and decap cells)
family,Yosys count,in the layout
simple gates,589,589
compound gates,359,359
buf+inv,233,878
xor+xnor,209,209
fa+ha+maj,149,149
mux,54,54
## per-layer routing
| metal | up-vias | GRT usage (%) | part of all wire [%] |
|---|---|---|---|
| met5 | - | 0 | 0 |
| met2 | 129 | 25.6 | 47 |
| met4 | 0 | 0.437 | 0.25 |
| met1 | 5719 | 20.9 | 51 |
| li1 | 6889 | - | - |
| met3 | 6 | 1.04 | 2.7 |
## final cells by class
cell class         instances  area share (%)
multi-input cells       1360            61.5
repair buffers           725            31.1
inverters                153            4.32
well taps                468            3.06
## worst max-delay path, stage by stage
cell      delay [ns]
buf_12          0.09
inv_12          0.03
ha_4            0.25
xnor2_4         0.17
inv_2           0.06
ha_4            0.28
nor2b_4         0.04
or3_1           0.36
a211o_1         0.28
o211ai_1        0.12
inv_1           0.11
ha_4            0.29
xnor2_2         0.10
nor2_1          0.07
a311oi_2        0.22
ha_1            0.27
mux2_4          0.28
ha_4            0.21
o21ai_2         0.12
nor2_1          0.06
nor3b_1         0.19
a21oi_1         0.06
buf_2           0.11
## how the worst max path moves through the flow
| stage | startpoint | to | slack (ns) | depth (start not counted) |
|---|---|---|---|---|
| global route | b[7] | y[7] | -1.71 | 23 |
| finish | b[7] | y[7] | -1.55 | 23 |
| CTS | b[7] | y[7] | -1.73 | 24 |
## power by group through the flow
stage     Clock (mW)  Sequential (mW)  Combinational [mW]
4_1_cts            0                0                5.83
5_1_grt            0                0                6.67
6_report           0                0                6.02
## metrics by stage
stage	instance area (µm²)	setup slack (ns)	std cells	power (mW)	hold slack (ns)
after floorplan	12300	-1.38	1593	3.44	1.59
after CTS	18600	-1.73	2695	5.83	2.22
after detailed placement	17700	-2.39	2614	5.54	2.52
after global routing	19100	-1.71	2706	6.67	2.26
final	19100	-1.55	2706	6.02	2.22
after global placement	17700	-2.33	2614	5.47	2.52
## what timing repair did
item                                    CTS  global route
pin swaps                               230           214
hold buffers                              0             0
resized                                 325           159
buffers inserted                         82            30
endpoints found under the setup margin   16            16
Power is estimated from default activity; no workload was simulated.
