## design/flow/design.v

```verilog
`timescale 1ns / 1ps
module onenot(A,B,C,D,E,F,G,H,I,y
    );
input [15:0] A,B,C,D,E,F,G,H,I;	 
reg [15:0]z[0:8];
output reg [15:0]y;
reg[3:0]x;
integer i,j;
always @(A,B,C,D,E,F,G,H,I,x,i,j)
begin
z[0]=A;
z[1]=B;
z[2]=C;
z[3]=D;
z[4]=E;
z[5]=F;
z[6]=G;
z[7]=H;
z[8]=I;
for(i=0;i<16;i=i+1)
begin
x=0;
for(j=0;j<9;j=j+1)
begin
if(z[i][j]==1)
begin
x=x+1;
end
end
if(x>=5)
begin
y[i]=1;
end
else
begin
y[i]=0;
end
end
end
endmodule
```

## design/flow/run.sh

```bash
#!/bin/bash
# OpenROAD 26Q1-2900-gdf79404cd8, Yosys 0.63+post, stock flow scripts
make -C /OpenROAD-flow-scripts/flow DESIGN_CONFIG=/design/flow/config.mk WORK_HOME=/design/flow/orfs finish
```

## design/flow/config.mk

```make
export PLATFORM = sky130hd
export DESIGN_NAME = onenot
export DESIGN_NICKNAME = onenot
export VERILOG_FILES = /design/flow/design.v
export SDC_FILE = /design/flow/constraint.sdc
export NUM_CORES = 4
export LEC_CHECK = 1
export CORE_UTILIZATION = 40
```

## design/flow/constraint.sdc

```tcl
current_design onenot

set clk_period 3.7
set clk_io_pct 0.2

create_clock -name clk0 -period $clk_period

set non_clock_inputs [all_inputs -no_clocks]
set_input_delay [expr $clk_period * $clk_io_pct] -clock clk0 $non_clock_inputs
set_output_delay [expr $clk_period * $clk_io_pct] -clock clk0 [all_outputs]
```

==> flow_metrics.tcl <==
# yosys + openroad results
set metrics [dict create \
    fin_tns_setup_ps -10740 \
    worst_setup_path_end_kind "primary output" \
    syn_area_per_cell_um2 7.84 \
    overflow 0 \
    via_per_inst 4.91 \
    grt_pass1_wl_mm 26.1 \
    hold_ws_ps 2310 \
    antennaDiodeCount 0 \
    synth.distinct_cells 60 \
    vias 6628 \
    tool_warnings 125 \
    worstSetupStartpointType "primary input" \
    worst_ep_arrival_time_ps 4280 \
    core_area_um2 15300 \
    wire_per_inst_um 11.3 \
    period_needed_ps 5020 \
    yosysWarnings 2 \
    hold_path.class "primary input to primary output" \
    status "finished with violations" \
    nClkBuffers 0 \
    rows 45 \
    syn_inst 808 \
    hpwl_mm 11.9 \
    worst-path-max-fanout 3 \
    violations "negative setup slack" \
    routed_wl_mm 15.3 \
    worst_ep_required_time_ps 2960 \
    syn-cell-area_um2 6330 \
    preCtsSetupSlack_ps -2180 \
    gp_congestion 0.878 \
    clock.fmax_mhz 199 \
    grt_pass1_vias 6220 \
    endpoint "y[7]" \
    placed_cells 1302 \
    ctsHoldBuffers 0 \
    dr.pass1.iters 4 \
    n_fill_cell 1135 \
    fp_util_pct 41.4 \
    fp.dieW_um 128 \
    cellPowerDensity_nw_per_um2 354 \
    track_usage_pct 18.4 \
    leakage_nw 4.69 \
    drc 0 \
    io_buffers 90 \
    ff_count 0 \
    hold_violations 0 \
    ir_drop_uv 305 \
    regArea_um2 0 \
    postSynthSeqShare_pct 0 \
    antenna_found_initial 0 \
    logic_area_um2 6870 \
    rsz0062_at_grt "yes" \
    setup_violations 9 \
    postRouteAntennaNets 0 \
    fin_crit_sh_pct 136 \
    final_layout_size_suffix_gt1_share_pct 44.3 \
    grt_max_degree 10 \
    yosysChipArea_um2 6330 \
    synthToLayoutAreaGrowth_pct 67.5 \
    final_cell_count_no_fill 1351 \
    final_max_slew_viol_count 0 \
    die_h_um 128 \
    finalPower_mw 3.75 \
    max_cap_violations 0 \
    drtIter0Drc 175 \
    setup_ws_ps -1320 \
    io_pins 160 \
    crit_start "H[1]" \
    die_area_um2 16300 \
    path_class "primary input to primary output" \
    yosys_cells 808 \
]
[cell usage in the layout, fill, tap and decap left out, drive strengths merged, types with 10 or more instances in the layout]
cell,netlist,final
a21oi,44,44
clkdlybuf4s50,0,51
nand2b,16,16
xor2,73,73
o31ai,20,20
and3,14,14
o21ai,13,13
nand2,59,59
nor2,45,45
ha,81,81
nor2b,10,10
inv,74,74
nand4b,12,12
xnor2,97,97
or3,10,10
nand3,29,29
mux2i,52,52
a211oi,13,13
buf,20,310
and2,13,13
[cell families after synthesis]
logic type                 after synthesis  synth area share (%)
adders and majority gates               81                  16.0
xor gates and xnor gates               178                  30.2
buffers and inverters                  119                  8.26
AOI/OAI and AO/OA                      154                  18.9
muxes                                   53                  8.75
other                                    1                0.0592
and+or+nand+nor                        222                  17.9
[routing by layer]
layer	GRT usage (%)	part of all wire (%)	vias up
met5	0	0	-
met4	0.0692	0.14	0
met3	0.170	1.8	2
met2	31.8	47	86
met1	27.6	52	3052
li1	-	-	3488
[through the flow]
stage	util [%]	cell area, um^2
final	69.3	10600
after CTS	67.2	10300
after global routing	69.3	10600
after detailed placement	63.5	9730
after floorplan	-	7080
after global placement	63.5	9730
[worst min path at each step]
stage,to,start,depth (start not counted),slack [ps]
4_1_cts,y[3],D[8],4,2310
5_1_grt,y[0],A[8],5,2350
6_report,y[3],D[8],4,2310
[power by group]
group	internal (mW)	leakage, nW	switching, mW
combinational	2.14	4.69	1.62
sequential	0	0	0
clock	0	0	0
[area by class of cell]
class / count / share of cell area [%]
timing repair buffer: 371 / 28.9
tap: 211 / 2.49
multi-input combinational: 695 / 64.7
inverter: 74 / 3.89
[synthesized netlist by cell type (8+ instances only)]
cell type,n,area (um^2)
nand2_1,59,221
a41o_1,8,80.1
clkbuf_1,25,93.8
xor2_1,61,534
nor2b_1,10,62.6
mux2i_1,46,460
and2_1,13,81.3
ha_1,81,1010
nand4b_1,12,105
xnor2_2,11,179
nand3_1,29,145
nand2b_1,16,100
xnor2_1,86,753
nor2_1,45,169
a21oi_1,44,220
or3_1,10,62.6
o21ai_0,11,55.1
and3_1,14,87.6
o31ai_1,14,105
inv_1,72,270
[critical path, cell delays in order]
cell      delay [ps]
buf_8             90
inv_6             40
ha_4             250
buf_4            140
xnor2_1          110
mux2i_1          190
inv_1            120
ha_4             290
inv_2             40
xnor2_2          110
mux2i_1           90
mux2i_2          210
inv_2             70
ha_4             250
xnor2_2          120
and3_1           160
a211oi_2         260
ha_2             330
o21ai_2          110
o22ai_1           90
or3_1            340
buf_2            110
[what timing repair did]
action | 4_1_cts | 5_1_grt
buffers inserted | 43 | 18
endpoints found under the setup margin | 9 | 9
hold endpoints to repair | 0 | 0
resized | 201 | 98
pin swaps | 135 | 107
Power is estimated from default activity; no workload was simulated.
